## config.mk

```make
export PLATFORM = sky130hd
export DESIGN_NAME = spi_master
export DESIGN_NICKNAME = spi_master
export VERILOG_FILES = /design/flow/design.v
export SDC_FILE = /design/flow/constraint.sdc
export NUM_CORES = 4
export LEC_CHECK = 1
export CORE_AREA = 10 10 91 91
export DIE_AREA = 0 0 101 101
```

## constraint.sdc

```tcl
current_design spi_master

set clk_period 2.3
set clk_io_pct 0.2

create_clock -name clk0 -period $clk_period [get_ports {clk}]

set non_clock_inputs [all_inputs -no_clocks]
set_input_delay [expr $clk_period * $clk_io_pct] -clock clk0 $non_clock_inputs
set_output_delay [expr $clk_period * $clk_io_pct] -clock clk0 [all_outputs]
```

## design.v

```verilog
module spi_master (
    clk,rst,data_in,ss_b,start,ready,cpol,cpha,divisor,done,mosi,miso,data_out,sclk
);
input clk,rst,start,cpol,cpha,miso;
input [15:0]divisor;
input [7:0]data_in;
output mosi,ready;
output [7:0]data_out;
output reg ss_b;
output  done;
parameter IDLE = 2'b00, cpha_delay = 2'b01 , half_cycle1 =2'b10, half_cycle2 = 2'b11;
output wire sclk;
reg sclk_cs;
wire sclk_ns;
reg ready1,done1;
reg [2:0]nbit_cs,nbit_ns;
reg [15:0] count_cs,count_ns;
reg [7:0]so_reg_ns,so_reg_cs;
reg [7:0]si_reg_ns,si_reg_cs;
reg [1:0] cs,ns;
reg ss;
wire pclk;
always @(posedge clk,negedge rst)
begin
    if(!rst)
    begin
         cs <= IDLE;
         count_cs <=0;
         sclk_cs <=0;
         si_reg_cs <=0;
         so_reg_cs <=0;
         nbit_cs <=0;
    end    
    else
    begin
        cs <= ns;
        count_cs <= count_ns;
        sclk_cs <= sclk_ns;
        si_reg_cs <=si_reg_ns;
        so_reg_cs <= so_reg_ns;
        nbit_cs <= nbit_ns;
    end
end
always @(*)
begin
    ns = cs;
    ready1 = 0;
    done1 = 0;
    count_ns = count_cs;
    nbit_ns=nbit_cs;
    ss_b=1;
    si_reg_ns=si_reg_cs;
    so_reg_ns=so_reg_cs;
    case(cs)
        IDLE: begin
            ready1=1;
            count_cs =0;
            done1 = 0;
            ss_b=1;
            if(start)
            begin
            ready1 = 0;
                done1=0;
                ss_b = 0;
                so_reg_ns =data_in;
               if(cpha)
               ns = cpha_delay;
               else
               ns = half_cycle1;     
            end 
        end
        cpha_delay:begin
            ss_b=0;
            ready1=0;
            if(count_cs == divisor)
            begin
                 ns = half_cycle1;
                 count_ns = 0;
            end
            else
            count_ns = count_cs +1;
        end
        half_cycle1: begin
        ready1=0;
            ss_b=0;
            if(count_cs == divisor)  
            begin
                ns = half_cycle2;
                si_reg_ns = {si_reg_cs[6:0],miso};
                count_ns =0;
            end
            else
            count_ns = count_cs +1;
        end
        half_cycle2: begin
        ready1=0;
            ss_b=0;
            if(count_cs == divisor)  
            begin
                if(nbit_cs == 7)
                begin
                    nbit_ns = 0;
                    ns = IDLE;
                    ready1=1;
                    done1 =1;
                end
                else
                begin
                    so_reg_ns = {so_reg_cs[6:0],1'b0};
                    nbit_ns = nbit_cs +1;
                    ns = half_cycle1;
                    count_ns =0;
                end
                end
                else
                count_ns = count_cs +1;
            end
         endcase
end
assign pclk = ((ns==half_cycle2) && ~cpha) || ((ns==half_cycle1) && cpha);
assign sclk_ns = (cpol)?~pclk:pclk;
assign ready = ready1;
assign data_out = si_reg_cs;
assign mosi = so_reg_cs[7];
assign sclk = sclk_cs;
assign done =done1;
endmodule
```

## run.sh

```bash
#!/bin/bash
# OpenROAD 26Q1-2900-gdf79404cd8, Yosys 0.63+post, stock flow scripts
make -C /OpenROAD-flow-scripts/flow DESIGN_CONFIG=/design/flow/config.mk WORK_HOME=/design/flow/orfs finish
```

==> out/results.txt <==
Max-slew headroom = 72.9%
unrepaired setup endpoints after global routing = false
WL per Instance = 13.4 µm
top cells by area = dfrtp_1 (50%), mux2_2 (8.8%), mux2i_1 (7.0%)
Setup Skew = 0.00251 ns
Synth warnings = 33
GRT Overall Usage = 6.55%
Combinational Power Share = 13.6%
clock sink total = 24
CTS root buffer = clkbuf_8
initial DRC count = 24
total power = 0.854 mW
first-pass GRT wire length = 5530 µm
OpenROAD warning count = 26
switching share of power = 22.0%
pre-CTS worst setup slack = -0.445 ns
crit path time final = 2.21 ns
fin crit share = 96.1%
Buf/Inv on CP = 3
CTS Buffer Depth = 2
Slew @ Worst Pin = 0.406 ns
syn avg cell area = 11.5 µm²
Clock power frac = 34.2%
VDD IR-drop max = 0.000325 V
Die Y-Extent = 101 µm
ys cells = 100
final-report hold violation count = 0
WS Path Type = in2out
Internal = 0.666 mW
clk latency late pin = 0.26 ns
largest net degree at the start of global routing = 25
Worst Path Max Fanout = 2
PortBufs = 42
First-pass DRT Iterations = 4
post-synthesis sequential element count = 24
Slew Limit Fails = 0
die width = 101 µm
worst path required time = 1.84 ns
Placer Congestion = 0.736
r2r setup slk = 0.40 ns
Top Ports = 43
crit path cell chain = clkdlybuf4s50_1 -> nor4_4 -> buf_4 -> clkdlybuf4s50_1
remaining antenna violation count = 0
fp util = 18.1%
Worst-path clk slew = 0.09 ns
pwr dens = 432 nW/µm²
crit path launch type = input pin
maxcap violations = 0
Yosys top cell by instances = dfrtp_1
Vias = 1013
Post-synth ARST share = 100%
Leak = 0.861 nW
post-route cell area = 1980 µm²
vias in the first global route = 1117
layout cells sized above 1 = 36.1%
Setup Total Neg Slack = 0 ns
Routed WL = 3290 µm
CTS tree = built
commonest register cell after synthesis = dfrtp_1
Core Box Area = 6350 µm²
critical path data arrival time = 1.75 ns
CTS H-tree lvls = 1
delay of the slowest cell on the worst path = 0.48 ns
total gr overflow = 0
Yosys chip area = 1150 µm²
Worst Slack Setup Final = 0.0886 ns
NetSw = 0.187 mW
Unique cell types = 29
placed cell area = 1730 µm²
chip area = 10200 µm²
sequential power share = 52.2%
Num CTS Buffers = 3
critical path endpoint category = primary output
Synth area leader = dfrtp_1
placed wire-length estimate = 2320 µm
EDFF count, synth = 0
delay-heaviest family, CP = buffers and inverters
area share, top type = 50.1%
antenna violations before repair = 0
synth cell count leaders = dfrtp_1 (23), nand2_1 (18), mux2_2 (9), mux2i_1 (8), o21ai_0 (6)
Fmax = 452 MHz
Area growth syn-to-layout = 72.1%
outcome = complete, no violations
# diodes = 0
Synth Seq Share = 52.4%
worst hold path class = reg2reg
slowest library cell on the worst path = clkdlybuf4s50_1
setup violators final = 0
Post-Syn Instances = 100
num rows = 29
critical path's most frequent cell = clkdlybuf4s50_1
vias per cell = 4.12
Mapped Area = 1150 µm²
DRC = 0
per-layer routing:
layer / wire, µm / part of all wire (%) / track usage, %
met1: 1460 / 44 / 8.54
met2: 1640 / 50 / 10.9
met3: 188 / 5.7 / 2.15
met4: 0 / 0 / 0.322
met5: 0 / 0 / 0
final cells by class:
cell class | instances | area [µm²]
clock buffer | 4 | 55.1
sequential | 24 | 602
tap | 77 | 96.3
multi-input combinational | 72 | 642
inverter | 2 | 7.51
timing repair buffer | 67 | 574
fill | 628 | 4370
worst reg2reg max path: cells and delay by family (launching register included):
| kind | cells | cell delay [ns] |
|---|---|---|
| and+or+nand+nor | 1 | 0.34 |
| AOI/OAI and AO/OA | 1 | 0.12 |
| buffers and inverters | 1 | 0.23 |
| DFF | 1 | 0.46 |
| muxes | 2 | 0.53 |
| xor gates and xnor gates | 1 | 0.15 |
worst paths after layout:
check | depth (start not counted) | end | from
setup / recovery | 4 | ss_b | start
hold / removal | 2 | so_reg_cs[1]$_DFFE_PN0P_ | so_reg_cs[1]$_DFFE_PN0P_
setup reg to reg | 6 | sclk_cs$_DFF_PN0_ | flop
hold reg to reg | 2 | so_reg_cs[1]$_DFFE_PN0P_ | so_reg_cs[1]$_DFFE_PN0P_
max in group asynchronous | 2 | cs[0]$_DFF_PN1_ | rst
min in group asynchronous | 2 | si_reg_cs[3]$_DFFE_PN0P_ | rst
logic make-up after synthesis:
family | count (synthesis) | share of synthesized area [%]
AOI/OAI and AO/OA | 16 | 9.04
xor gates and xnor gates | 1 | 0.763
adders and majority gates | 2 | 2.18
buffers and inverters | 4 | 1.42
DFF | 24 | 52.4
muxes | 18 | 16.8
and+or+nand+nor | 35 | 17.4
registers in the layout, indices dropped and copies added, names as in the netlist, named ones only:
register and flops:
si_reg_cs 8, so_reg_cs 8, cs 3, nbit_cs 3
sclk_cs 1
power by group through the flow:
| stage | clock, mW | sequential (mW) | combinational [mW] |
|---|---|---|---|
| after CTS | 0.308 | 0.446 | 0.110 |
| after global routing | 0.329 | 0.449 | 0.127 |
| final | 0.292 | 0.446 | 0.116 |
cells in the final DEF (no fill, tap or decap), types with 2 or more instances in the layout:
master	instances
nand3_2	2
nor3_1	2
nor4_4	5
clkdlybuf4s50_1	24
nor2_1	2
clkbuf_8	4
dlygate4sd2_1	9
nand2_1	18
buf_6	2
o21ai_1	5
dfrtp_1	23
ha_1	2
clkbuf_2	6
buf_4	23
mux2i_1	7
clkdlybuf4s15_1	3
o21ai_0	3
mux2_2	9
a32o_1	2
timing repair:
action	CTS	global route
setup buffers	13	2
pin swaps	7	8
gates cloned	0	1
gates resized	27	31
endpoints found under the setup margin	3	22
hold buffers	0	0
endpoints found under the hold margin	0	0
metrics by stage:
step | instances | utilization, % | hold slack, ns
floorplan | 100 | - | 0.164
global placement | 227 | 27.3 | 0.469
detailed placement | 227 | 27.3 | 0.479
CTS | 244 | 29.8 | 0.500
global route | 246 | 31.1 | 0.529
finish | 246 | 31.1 | 0.490
Power figures rest on the tool's default switching activity, not on a simulated workload.
